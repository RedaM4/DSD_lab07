==> design/flow/design.v <==
`timescale 1ns / 1ps
module Task2(
input logic BTNC,
input logic CPU_RESETN,
input logic in_bit,  
output logic zero ,one
 );
 logic clk,reset ; 
assign reset = CPU_RESETN ; 
assign clk = BTNC ; 
typedef enum logic [2:0] {
S0,
S1,
S2,
S3
} state_t;
state_t current_state, next_state;
 always_ff @(posedge clk or negedge reset) begin
if (!reset)
current_state <= S0;
else
current_state <= next_state;
end
always_comb begin
case (current_state)
S0: next_state = in_bit ? S2 : S1;
S1: next_state = in_bit ? S3 : S0;
S2: next_state = in_bit ? S0 : S3;
S3: next_state = in_bit ? S1 : S2;
default: next_state = S0;
endcase
end
always_comb begin
zero = (current_state == S0 | current_state == S2 );
one = (current_state == S0 | current_state == S1 );
end
endmodule
==> design/flow/run.sh <==
#!/bin/bash
# OpenROAD 26Q1-2900-gdf79404cd8, Yosys 0.63+post, stock flow scripts
make -C /OpenROAD-flow-scripts/flow DESIGN_CONFIG=/design/flow/config.mk WORK_HOME=/design/flow/orfs finish
==> design/flow/config.mk <==
export PLATFORM = sky130hd
export DESIGN_NAME = Task2
export DESIGN_NICKNAME = Task2
export VERILOG_FILES = /design/flow/design.v
export SDC_FILE = /design/flow/constraint.sdc
export NUM_CORES = 4
export LEC_CHECK = 1
export CORE_AREA = 10 10 70 70
export DIE_AREA = 0 0 80 80
export SYNTH_HDL_FRONTEND = slang
==> design/flow/constraint.sdc <==
current_design Task2

set clk_period 1.2
set clk_io_pct 0.2

create_clock -name clk0 -period $clk_period [get_ports {BTNC}]

set non_clock_inputs [all_inputs -no_clocks]
set_input_delay [expr $clk_period * $clk_io_pct] -clock clk0 $non_clock_inputs
set_output_delay [expr $clk_period * $clk_io_pct] -clock clk0 [all_outputs]
==> summary.txt <==
Synthesis and PnR results.

- The run finished, with violations left.
- The final reports fail on setup timing.
- The startpoint identified for the worst register-to-register timing path is current_state[0].
- In this run, CTS created clock tree buffers numbering 3.
- The share of total power dissipated in sequential elements is 0.404.
- The highest clock rate is 789 MHz.
- The worst path buffer plus inverter count reads 2.
- Counting every sink on the clock net gives 4.
- Per the log, the first TritonRoute iteration ended with a DRC count of 1.
- The yosys warning tally is 0.
- The commonest cells after synthesis are sky130_fd_sc_hd__mux2_2 (4), sky130_fd_sc_hd__dfrtp_1 (3), sky130_fd_sc_hd__or2_2 (2).
- The worst hold path belongs to the class in -> async.
- The met1 layer wirelength in the final routing reads approximately 150 µm.
- The worst hold slack after final layout reads a little over 0.2 ns.
- The cell count after placement reads 61.
- The proportion of total power due to net switching reads 0.201.
- The via count of the first global-routing pass was 131.
- TritonCTS built the clock tree.
- From synthesis to final layout, the design area changed by 90.6%.
- The area fraction of the dominant cell type after synthesis is 0.472.
- The count of endpoints failing setup in the final report reads 1.
- The maximum fanout encountered on the critical timing path reads 2.
- The cell class contributing the biggest share of worst-path delay is flip-flops.
- The power report attributes to the clock group a share of 0.559.
- The global routing usage summed across all routing layers reads 0.0130.
- The script parses the final routing iteration and logs DRC violations as 0.
- At the pin with the least slew margin, the transition time is 0.193 ns.
- The wire length of the first global-routing pass reads 579 µm.
- Summing every instance area after synthesis gives 159 µm².
- The number of placed I/O pins reads 5.
- The final count of pins violating max slew reads 0.
- By area the synthesized netlist is led by sky130_fd_sc_hd__dfrtp_1 (47%), sky130_fd_sc_hd__mux2_2 (28%), sky130_fd_sc_hd__dfstp_2 (17%), sky130_fd_sc_hd__or2_2 (7.9%).
- The cell repeated most along the worst path reads sky130_fd_sc_hd__buf_6.
- The total number of H-tree levels reads 1.
- From left edge to right edge, the die measures about 80 µm.
- The setup slack at placement reads -0.113 ns.
- The tool warning count for the run is 27.
- The sum of routed wire length over all layers reads 354 µm.
- The sequential fraction of the synthesis area reads 0.638.
- Setup repair after global routing could not meet its margin everywhere.
- According to the floorplan report, the total die area is 6400 µm².
- The first TritonRoute pass finished after 2 iterations.
- STA classifies the critical path startpoint as a flip-flop.
- The max capacitance violation total reads 0.
- The share of flip-flops with an asynchronous set or reset reads 1.00.
- In the final layout, the registers with the most flip-flops are current_state x4.
- Counting flops with a built-in enable in the synthesized netlist gives 0.
- The final timing report lists a hold violation count of 0.
- The final cell count without fillers reads 66.
- The critical path class reads reg -> out.
- The die is 80 µm tall.
- The register with the most flip-flops in the layout has 4 of them.
- Entering global routing, the biggest net connects 5 pins.
- For this design, the CTS-stage hold fixing added 0 buffers.
- Traced cell by cell, the critical path runs through buf_6 -> or2_4 -> buf_6.
- STA classifies the critical path endpoint as an output pin.
- The area after detailed placement reads 264 µm².
- According to the timing report, the critical path is launched from current_state[0].
- Post-route period utilization is reported as 1.06.
- The post-route minimum period is 1.27 ns.
- Synthesis inferred 4 register bits.
- The worst-case register-to-register setup slack is 0.24 ns.
- The post-CTS clock slew at the launch and capture registers of the worst setup and hold paths reads 0.04 ns.
- The fraction of final layout cells with drive strength greater than 1 is 0.700.
- The final weighted congestion in routability-driven placement is 0.681.
- Per the slew report, the remaining headroom to the max-slew limit stands at 0.871.
- The register ranked first by flip-flop count reads current_state.
- The yosys cell count is 10.
- The post-route antenna net violation count is 0.
- The initial core utilization reads 0.0465.
- Detailed routing inserted a total of around 110 vias.
- The switching component of the power was reported as 67.5 µW.
- During placement, the flow inserted port buffers numbering 4.
- The finished cells cover 303 µm².
- The area reported by Yosys stat reads 159 µm².
- Total power normalized to cell area comes to approximately 1100 nW/µm².
- The arrival time of data at the worst endpoint is listed as a little over 1 ns.
- The clock tree root buffer cell reads sky130_fd_sc_hd__clkbuf_4.
- The cell type of the slowest stage on the worst timing path is sky130_fd_sc_hd__dfstp_2.
- The largest vdd supply drop is 0.000192 V.
- The cell row count reads 21.
- The number of distinct library cell variants in the gate-level netlist after synthesis is 4.
- Wire segments on met2 add up to 103 µm in the final route.
- The later pin in the worst-skew pair is clocked with a latency of 0.24 ns.
- The number of buffers between clock root and the deepest sink is 2.
- The required time reported for the critical path endpoint reads about 0.96 ns.
- The cell leakage power reads approximately 0.00013 µW.
- The highest layer used for signal routing reads met3.
- The average detailed-routed wire length per instance reads between 5 and 6 µm.
- The main flop type after synthesis reads sky130_fd_sc_hd__dfrtp_1.
- The per-cell via count in the routed design is 1.68.
- The relative contribution of combinational cells to total power reads 0.038.
- The wire length on met3 is 98 µm.
- The longest individual stage delay on the worst path reads 0.36 ns.
- Clock skew on the completed layout was measured at between 0.0004 and 0.0005 ns.
- The worst-case setup margin in the final layout reads -0.0679 ns.
- The number of diodes reads 0.
- The cell type with the largest total area reads sky130_fd_sc_hd__dfrtp_1.
- The initial antenna violation count reads 0.
- After floorplanning, the core was sized to cover 3420 µm².
- Per the post-synthesis stats, the area per cell is 15.9 µm².
- The synthesized instance count reads 10.
- The internal power summed over all cells reads between 200 and 300 µW.
- For this run the aggregate overflow at the end of global routing stands at 0.
- The most frequently used cell type in the post-synthesis netlist reads sky130_fd_sc_hd__mux2_2.
==> worst paths after layout <==
| check | endpoint | cells after the start |
|---|---|---|
| worst max register to register | current_state[1] | 3 |
| max in group asynchronous | current_state[0] | 1 |
| min in group clk0 | current_state[1] | 1 |
| worst max-delay path | one | 3 |
| worst min-delay path | current_state[1] | 1 |
| worst min register to register | current_state[1] | 1 |
==> final cells by class <==
| cell class | instances | area (µm²) |
|---|---|---|
| Multi-Input combinational cell | 6 | 62.6 |
| Clock buffer | 4 | 26.3 |
| Tap cell | 46 | 57.6 |
| Sequential cell | 4 | 101 |
| Timing Repair Buffer | 6 | 55.1 |
| Fill cell | 401 | 3110 |
==> cell families (layout without fill, tap and decap cells) <==
kind of cell / Yosys count / in the layout / share of synthesized area
flops: 4 / 4 / 0.638
buf+inv: 0 / 10 / 0
mux: 4 / 4 / 0.283
simple gates: 2 / 2 / 0.0787
==> cell usage in the layout (no fill, tap or decap), drive strengths merged <==
master,n
mux2,4
dfrtp,3
or2,2
buf,4
clkdlybuf4s50,2
dfstp,1
clkbuf,4
==> power by group through the flow <==
stage         clock network [µW]  logic (µW)  registers (µW)
CTS                          194        12.9             136
global route                 212        13.8             135
finish                       188        12.6             136
==> worst register-to-register path, delay by kind of cell (launching register included) <==
kind / cells / cell delay, ns
flip-flops: 1 / 0.36
buffers and inverters: 2 / 0.23
multiplexers: 1 / 0.25
==> what timing repair did <==
action	CTS	global route
endpoints found under the setup margin	2	2
buffers inserted	1	0
resized	9	1
pin swaps	1	0
==> stage by stage <==
stage / power (µW) / setup TNS, ns / util
after CTS: 342 / -0.0738 / 0.0868
after floorplan: 139 / 0 / -
after global routing: 361 / -0.131 / 0.0886
after detailed placement: 150 / -0.545 / 0.0773
final: 336 / -0.0679 / 0.0886
after global placement: 150 / -0.387 / 0.0773
==> per-layer routing <==
layer	vias up	track usage
met2	8	0.0120
met5	-	0
met3	0	0.0239
met1	49	0.0120
met4	0	0.00352
li1	54	-
Power figures rest on the tool's default switching activity, not on a simulated workload.
